===== flow/design.v =====
module Freq_gen(
    input clock,
    input reset,
    output clk_1Hz
    );
    reg [26:0] counter = 27'd0;
    reg mhz = 1'b0;
    always@(posedge clock, negedge reset)
    if(reset == 0)
        begin
            mhz <= 1'b0;
            counter <= 27'd0;
        end
    else
        begin
            counter <= counter + 1'b1;
            if(counter >= 27'd99999999)
	           counter <= 27'd0;
            else if(counter >= 27'd50000000)
                mhz <= 1'b1;
            else
                mhz <= 1'b0;
        end 
    assign clk_1Hz =  mhz;
endmodule
module sSeg(
    input [2:0] A,
    output reg [7:0] seg,
    output reg [3:0] an
    );
   always@(A)
    case(A)
        3'b000: begin seg = 8'hC0; an = 4'hE; end
        3'b001: begin seg = 8'hF9; an = 4'hD; end
        3'b010: begin seg = 8'hA4; an = 4'hB; end
        3'b011: begin seg = 8'hB0; an = 4'h7; end
        3'b100: begin seg = 8'h99; an = 4'hE; end
        3'b101: begin seg = 8'h92; an = 4'hD; end
        3'b110: begin seg = 8'h82; an = 4'hB; end
        3'b111: begin seg = 8'hD8; an = 4'h7; end
    endcase          
endmodule
module Shift_Register_4_beh (		
  output reg	[3: 0]	A_par,	 
  input		[3: 0]	I_par,	 
  input			s1, s0,	 
  			MSB_in, LSB_in,		 
  			CLK, Clear_b		 
);
  always @ (posedge CLK, negedge Clear_b)
    if (~Clear_b) A_par <= 4'b0000;
    else
      case ({s1, s0})
        2'b00: A_par <= A_par;				 
        2'b01: A_par <= {MSB_in, A_par[3: 1]};	 
        2'b10: A_par <= {A_par[2: 0], LSB_in};	 
        2'b11: A_par <= I_par;			 
      endcase
endmodule
module top_shift(
    output [3: 0]	A_par,
    input	[3: 0] I_par,
    input	s1, s0,	
	MSB_in, LSB_in,
  	CLK, Clear_b
    );
    wire clk_1Hz;
    wire clear_not;
    assign clear_not = ~Clear_b;
    Shift_Register_4_beh Shift(
		.A_par(A_par),
		.I_par(I_par),
		.s1(s1),
		.s0(s0),
		.MSB_in(MSB_in),
		.LSB_in(LSB_in),
  		.CLK(clk_1Hz),
		.Clear_b(clear_not)
		);
    Freq_gen Gen(
                .clk_1Hz(clk_1Hz),
                .clock(CLK),
                .reset(clear_not)
            );  
endmodule

===== flow/config.mk =====
export PLATFORM = sky130hd
export DESIGN_NAME = top_shift
export DESIGN_NICKNAME = top_shift
export VERILOG_FILES = /design/flow/design.v
export SDC_FILE = /design/flow/constraint.sdc
export NUM_CORES = 4
export LEC_CHECK = 1
export CORE_AREA = 10 10 107 107
export DIE_AREA = 0 0 117 117

===== flow/constraint.sdc =====
current_design top_shift

set clk_period 4.9
set clk_io_pct 0.2

create_clock -name clk0 -period $clk_period [get_ports {CLK}]

set non_clock_inputs [all_inputs -no_clocks]
set_input_delay [expr $clk_period * $clk_io_pct] -clock clk0 $non_clock_inputs
set_output_delay [expr $clk_period * $clk_io_pct] -clock clk0 [all_outputs]

===== flow/run.sh =====
#!/bin/bash
# OpenROAD 26Q1-2900-gdf79404cd8, Yosys 0.63+post, stock flow scripts
make -C /OpenROAD-flow-scripts/flow DESIGN_CONFIG=/design/flow/config.mk WORK_HOME=/design/flow/orfs finish

==> flow_summary_export.csv <==
group,metric,value,unit
status,status,"finished, final reports clean",
routing,dr_total_vias,1378,
global_route,grt.met3_usage,1.55,%
final_timing,setup_viol,0,
clock_network,cts_resized,0,
power,p_leak,0.779,nW
hold_path,hp-class,"reg2reg",
global_route,busiest_layer,"met1",
floorplan,ios,14,
worst_setup_path,startpoint_type,"register",
worst_setup_path,path_class,"reg2reg",
final_timing,clock_skew,0.00514,ns
routing,diodes,0,
layout,area_growth,18.1,%
floorplan,fp-row-count,35,
synth,synthesis.area,1760,um^2
synth,synth_cells,175,
final_timing,drv_slew,0,
synth,ys_area,1760,um^2
final_timing,period_needed,2.04,ns
final_timing,setup_tns,0,ns
routing,routedWlPerCell,12.0,um
power,power_frac_seq,59.6,%
final_timing,finalCritPeriodShare,41.6,%
final_timing,clock.fmax,491,MHz
final_timing,hold_viol_final,0,
global_route,grtUsageMet2,7.72,%
clock_network,ctsHoldBuffers,0,
clock_network,clock_latency,0.27,ns
place,io_buffers,13,
global_route,antenna_found_initial,0,
clock_network,cts-root-buf,"clkbuf_8",
clock_network,cts_max_level,1,
synth,synth_flops,32,
floorplan,die_x,117,um
worst_setup_path,end_kind,"register",
power,switching_power,74.9,uW
floorplan,die_area,13700,um^2
synth,synth_warnings,2,
hold_path,min_from,"Gen.counter[0]",
layout,final_common_cell,"dfrtp_1",
power,sw_frac_of_total,19.3,%
floorplan,initCoreUtil,19.1,%
routing,detail_route.iter0.violations,73,
floorplan,fp.dieH,117,um
routing,wl,3590,um
layout,drive_gt1_share,7.98,%
synth,ys_cells,175,
power,power.density,187,nW/um^2
clock_network,cts_setup_buffers,0,
global_route,track_usage,5.37,%
final_timing,slew_headroom,70.7,%
synth,ys_types,35,
final_timing,fin_hold_ws,0.546,ns
layout,regArea,801,um^2
global_route,grt_pass1_wl,6070,um
layout,fin_area,2080,um^2
global_route,grt_use_met1,8.10,%
clock_network,cts_tree,"done",
routing,antenna_left,0,
place,place_congestion,0.837,
layout,fillerInstances,989,
job,cap_viol_max_count,0,
synth,syn_avg_cell_area,10.0,um^2
clock_network,clk_pin_slew,0.09,ns
place,dp.final_hpwl,2510,um
power,power_frac_clock,35.8,%
synth,ys_seq_share,45.6,%
floorplan,core,9200,um^2
power,pwr-share-comb,4.7,%
final_timing,tightest_slew,0.440,ns
worst_setup_path,crit-reg2reg-launch,"Gen.counter[0]",
worst_setup_path,cp-startpoint,"Gen.counter[0]",
worst_setup_path,worstPathCellList,"ha_1, nand3_1, or3_1, or4_1, a21oi_1",
worst_setup_path,arrival,2.24,ns
routing,drt_drc_violations_left,0,
power,peakVddDrop,0.115,mV
job,warnings,27,
global_route,gr-total-overflow,0,
global_route,grt_max_degree,33,
clock_network,cts_buffers,3,
layout,final_cell_mix,"32 x dfrtp_1, 16 x nor2_1, 13 x a21oi_1, 13 x clkdlybuf4s50_1, 12 x nand3_1",
worst_setup_path,worstPathMaxFanout,7,
final_timing,unclocked_regs,4,
routing,drt_first_pass_iters,4,
global_route,grt_pass1_vias,1239,
worst_setup_path,slowest_delay,0.46,ns
worst_setup_path,crit_required,5.10,ns
power,internal-power,313,uW
place,placed_area,2020,um^2
final_timing,untimed_endpoints,8,
layout,logic_area,906,um^2
routing,via_per_inst,4.61,
final_timing,rsz0062_at_grt,"false",
worst_setup_path,slowest_stage,"or3_1",
clock_network,clock_path_buffers,2,
[critical path: cells and delay by family (launching register included)]
kind / cells / cell delay [ns]
AND/OR/NAND/NOR: 3 / 1.14
flip-flops: 1 / 0.44
AND-OR/OR-AND: 1 / 0.15
adder cells (fa/ha/maj): 1 / 0.24
[cell type report]
| cell class | instances | area share [%] |
|---|---|---|
| multi-input combinational | 129 | 43.6 |
| sequential | 32 | 38.6 |
| timing repair buffer | 15 | 6.99 |
| tap | 111 | 6.69 |
| clock buffer | 4 | 2.65 |
| inverter | 8 | 1.45 |
[worst paths after layout]
check / end / slack (ns) / cells past startpoint
worst min-delay path: Gen.counter[0] / 0.55 / 1
worst max register to register: Gen.counter[18] / 2.86 / 5
worst max-delay path: Gen.counter[18] / 2.86 / 5
min in group asynchronous: Gen.counter[25] / 1.09 / 3
max in group asynchronous: Gen.counter[9] / 3.52 / 3
worst min register to register: Gen.counter[0] / 0.55 / 1
[through the flow]
step                cells  setup WS, ns  util, %  power (mW)
floorplan             175          2.95        -       0.244
global placement      295          2.92     22.0       0.254
detailed placement    295          2.87     22.0       0.254
CTS                   299          2.85     22.6       0.398
global route          299          2.71     22.6       0.411
finish                299          2.86     22.6       0.388
[registers in the layout, indices dropped and copies added (netlist names)]
name	flops
Shift.A_par	4
Gen.counter	27
Gen.mhz	1
[logic make-up after synthesis]
family / share of synthesized area, %
adder cells (fa/ha/maj): 1.42
AND-OR/OR-AND: 12.5
XOR/XNOR: 6.48
flip-flops: 45.6
AND/OR/NAND/NOR: 25.3
multiplexers: 5.12
buffers and inverters: 3.56
[power groups by stage]
stage | Combinational [mW] | Sequential (mW) | Clock [mW]
6_report | 0.0180 | 0.231 | 0.139
5_1_grt | 0.0205 | 0.231 | 0.159
4_1_cts | 0.0189 | 0.231 | 0.148
[synthesized netlist by cell type, drive strengths merged]
cell	n	area share, %
a221oi	2	1.0
o21ai	8	2.3
o41ai	1	0.50
o2111ai	1	0.50
nor3	2	0.57
and2	1	0.36
and3	3	1.1
nor2b	1	0.36
inv	8	1.7
nand2	9	1.9
a311oi	1	0.85
nor2	16	3.4
o31ai	4	1.7
nand4	6	3.0
nand3	12	3.4
a21oi	14	4.2
o2111a	1	0.64
dfrtp	32	46
or4	7	3.4
xor2	4	2.0
buf	3	1.2
or4b	1	0.57
ha	2	1.4
xnor2	9	4.5
and4	6	3.0
mux4	4	5.1
a21o	1	0.43
o21a	1	0.43
nor4	4	1.4
clkbuf	3	0.64
or3	8	2.8
[per-layer routing]
| layer | share of wire [%] | vias to the layer above |
|---|---|---|
| li1 | - | 680 |
| met1 | 52 | 661 |
| met2 | 40 | 31 |
| met3 | 6.9 | 6 |
| met4 | 1.6 | 0 |
| met5 | 0 | - |
Power is estimated from default activity; no workload was simulated.
