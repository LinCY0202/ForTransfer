==> flow/design.v <==
module Freq_gen(
    input clock,
    input reset,
    output clk_1Hz
    );
    reg [26:0] counter = 27'd0;
    reg mhz = 1'b0;
    always@(posedge clock, negedge reset)
    if(reset == 0)
        begin
            mhz <= 1'b0;
            counter <= 27'd0;
        end
    else
        begin
            counter <= counter + 1'b1;
            if(counter >= 27'd99999999)
	           counter <= 27'd0;
            else if(counter >= 27'd50000000)
                mhz <= 1'b1;
            else
                mhz <= 1'b0;
        end 
    assign clk_1Hz =  mhz;
endmodule
module sSeg(
    input [2:0] A,
    output reg [7:0] seg,
    output reg [3:0] an
    );
   always@(A)
    case(A)
        3'b000: begin seg = 8'hC0; an = 4'hE; end
        3'b001: begin seg = 8'hF9; an = 4'hD; end
        3'b010: begin seg = 8'hA4; an = 4'hB; end
        3'b011: begin seg = 8'hB0; an = 4'h7; end
        3'b100: begin seg = 8'h99; an = 4'hE; end
        3'b101: begin seg = 8'h92; an = 4'hD; end
        3'b110: begin seg = 8'h82; an = 4'hB; end
        3'b111: begin seg = 8'hD8; an = 4'h7; end
    endcase          
endmodule
==> flow/run.sh <==
#!/bin/bash
# OpenROAD 26Q1-2900-gdf79404cd8, Yosys 0.63+post, stock flow scripts
make -C /OpenROAD-flow-scripts/flow DESIGN_CONFIG=/design/flow/config.mk WORK_HOME=/design/flow/orfs finish
==> flow/config.mk <==
export PLATFORM = sky130hd
export DESIGN_NAME = sSeg
export DESIGN_NICKNAME = sSeg
export VERILOG_FILES = /design/flow/design.v
export SDC_FILE = /design/flow/constraint.sdc
export NUM_CORES = 4
export LEC_CHECK = 1
export CORE_AREA = 10 10 70 70
export DIE_AREA = 0 0 80 80
==> flow/constraint.sdc <==
current_design sSeg

set clk_period 1.0
set clk_io_pct 0.2

create_clock -name clk0 -period $clk_period

set non_clock_inputs [all_inputs -no_clocks]
set_input_delay [expr $clk_period * $clk_io_pct] -clock clk0 $non_clock_inputs
set_output_delay [expr $clk_period * $clk_io_pct] -clock clk0 [all_outputs]
==> deck_impl_summary.md <==
Physical Implementation Snapshot

Floorplanning
  • DIE HEIGHT: 80 microns
  • Top Ports: 15
  • Die width: 80 microns
  • FP Util: 4.872%
  • Die Size: 6400 sq um
  • CORE AREA: 3416 sq um
  • Num rows: 21

Detailed routing
  • Antenna diode count: 0
  • DRC errors left: 0
  • Met2 wire len: 290 microns
  • 1st-iter DRT viols: 2
  • Met3 WL post-DR: 104 microns
  • WL final: 696 microns
  • Routed via count: 222
  • Wirelength per Cell: 7.484 microns
  • Met1 wire length: 301 microns
  • Routed Antenna Nets: 0
  • DR vias/cell: 2.387
  • DR pass1 iterations: 2
  • Top layer in use: met3

Logic synthesis
  • Synth area leaders: ha_1 38%, inv_1 14%, buf_6 6.8%
  • Yosys stat area: 166.4 sq um
  • Tally of yosys warning messages: 1
  • # Cells Yosys: 24
  • Avg Inst Size Synth: 6.934 sq um
  • Netlist cell types: 13
  • Cell Area, Synth: 166.4 sq um
  • Post-synth top area share: 37.59%
  • Cells after synthesis: 24
  • Cell type with the largest total area: ha_1
  • Register share after synthesis: 0%

STA
  • Worst setup margin: -0.1050 ns
  • Period Utilization, post-route: 110.5%
  • Final Hold Vio Count: 0
  • Fin crit period: 1.105 ns
  • WHS: 0.6777 ns
  • Fmax achieved: 905.0 MHz
  • Max Slew Vio Count: 0
  • Setup TNS: -0.5575 ns
  • RSZ-0062 raised after global routing: true
  • Setup Viol. Count Final: 7

Clocking
  • Hold buffer count at cts: 0

Setup path
  • Arr. time, crit path: 0.90 ns
  • Startpoint types: input pin
  • Max FO, Critical Path: 2
  • CP Data Required Time: 0.80 ns
  • CP Class: in -> out
  • CP Capture Type: output port

Min path
  • Hold Path Class: in -> out

Power
  • VDD IR max: 0.04539 mV
  • Switch Pwr: 66.28 uW
  • Leakage: 0.0002249 uW
  • Combinational share of power: 100.0%
  • Switching share of power: 37.22%
  • PD cells: 343.7 nW/um^2
  • Internal power: 111.8 uW
  • Clock Power Share: 0%
  • Total Power: 178.1 uW
  • Seq pwr share: 0%

Run
  • Warning total across the stage logs: 38
  • Max-Cap Viols: 0

Layout
  • Fraction of layout cells with a size suffix above 1: 87.23%
  • Reg area: 0 sq um
  • Clock buffers: 0
  • Area grow syn2layout: 211.3%
  • Most common logic cells in the final layout: 11 x buf_6, 6 x buf_2, 5 x ha_4, 3 x nor2_2, 3 x buf_4
  • Seq cells: 0
  • Top cell excl fill/tap: buf_6
  • Filler cells: 381
  • Fin cells: 93
  • Final instance area: 518.0 sq um

Place
  • DP HPWL: 495.4 microns
  • GP Congestion: 0.6919
  • IO Port Bufs: 14
  • Placed insts: 88
  • DP Area: 390.4 sq um

Global routing
  • Overflow after GRT: 0
  • Vias in the first global route: 196
  • Initial antenna violation count: 0
  • First-pass GRT wire length: 966 microns
  • All-Layer GR Usage: 1.732%
  • Largest net degree at the start of global routing: 7

Run status
  • Failing checks: setup timing
  • Status: finished with violations
logic make-up (layout without fill, tap and decap cells):
logic type	count (synthesis)	after routing	synth area share, %
buf+inv	8	31	24.81
simple gates	7	7	23.31
fa+ha+maj	5	5	37.59
compound gates	2	2	6.009
other cells	1	1	2.253
mux	1	1	6.015
metrics by stage:
step | utilization (%) | worst slack [ns]
after global routing | 15.16 | -0.1550
after global placement | 11.43 | -0.9479
after detailed placement | 11.43 | -0.9521
after floorplan | - | 0.06516
after CTS | 14.91 | -0.1192
final | 15.16 | -0.1050
metal layers:
layer,vias to the layer above,track usage (%)
met2,11,2.648
met3,0,0.9091
li1,113,-
met4,0,0
met5,-,0
met1,98,2.241
synthesized netlist by cell type, drive strengths merged:
library cell,number
buf,2
and2b,1
ha,5
nor2,4
o21ai,1
mux2i,1
nand2,1
inv,6
and2,1
conb,1
a21oi,1
timing repair:
action                                  4_1_cts  5_1_grt
endpoints found under the setup margin       11       10
endpoints found under the hold margin         0        0
gates resized                                78        7
setup buffers                                 4        1
pin swaps                                     6        3
area by class of cell:
| class | count | area, sq um | share of cell area, % |
|---|---|---|---|
| well taps | 46 | 57.56 | 11.11 |
| inverters | 6 | 35.03 | 6.763 |
| multi-input cells | 16 | 200.2 | 38.65 |
| repair buffers | 25 | 225.2 | 43.48 |
worst paths after layout:
kind	startpoint	end	slack, ns	cells after the start
worst max-delay path	A[1]	an[2]	-0.10	7
worst min-delay path	A[2]	seg[4]	0.68	3
power by group through the flow:
stage	clock [uW]	combinational, uW	sequential, uW
4_1_cts	0	171	0
5_1_grt	0	197	0
6_report	0	178	0
worst max-delay path, cell delays in order:
cell and delay, ns:
buf_8 0.11, buf_6 0.11, buf_6 0.11, buf_6 0.11, ha_4 0.14, inv_2 0.03, buf_2 0.08
Power figures rest on the tool's default switching activity, not on a simulated workload.
