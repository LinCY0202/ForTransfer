==> design/flow/design.v <==
module half_adder (S, C, x, y);
  output 	S, C;
  input	x, y;
  xor (S, x, y);
  and (C, x, y);
endmodule
module full_adder (S, C, x, y, z);
  output 	S, C;
  input	x, y, z;
  wire	S1, C1, C2;
  half_adder HA1 (S1, C1, x, y);
  half_adder HA2 (S, C2, S1, z);
  or G1 (C, C2, C1);
endmodule
module BCD_adder(
    input [3:0] A,
    input [3:0] B,
    input C0,
    output [3:0] S,
    output C_out
    );
	wire [3:0] Z;
	wire K, X, Y;
	ripple_carry_4_bit_adder Adder1(
			.S(Z),
			.C4(K),
			.A(A), 
			.B(B), 
			.C0(C0)
			);	
	ripple_carry_4_bit_adder Adder2(
			.S(S),
			.C4( ),
			.A({1'b0,C_out,C_out,1'b0}), 
			.B(Z), 
			.C0(0)
			);
	and G1(X,Z[3],Z[2]);
	and G2(Y,Z[3],Z[1]);	 
	or  G3(C_out,K,X,Y);
endmodule
module ripple_carry_4_bit_adder ( S, C4, A, B, C0);
  output [3: 0] S;
  output	C4;
  input [3: 0]A, B;
  input		C0;
  wire 		C1, C2, C3;	 
  full_adder	
	FA0 (S[0],C1,A[0],B[0],C0),
	FA1 (S[1],C2,A[1],B[1],C1),
	FA2 (S[2],C3,A[2],B[2],C2), 
	FA3 (S[3],C4,A[3],B[3],C3);
endmodule
==> design/flow/run.sh <==
#!/bin/bash
# OpenROAD 26Q1-2900-gdf79404cd8, Yosys 0.63+post, stock flow scripts
make -C /OpenROAD-flow-scripts/flow DESIGN_CONFIG=/design/flow/config.mk WORK_HOME=/design/flow/orfs finish
==> design/flow/config.mk <==
export PLATFORM = sky130hd
export DESIGN_NAME = BCD_adder
export DESIGN_NICKNAME = BCD_adder
export VERILOG_FILES = /design/flow/design.v
export SDC_FILE = /design/flow/constraint.sdc
export NUM_CORES = 4
export LEC_CHECK = 1
export CORE_AREA = 10 10 70 70
export DIE_AREA = 0 0 80 80
==> design/flow/constraint.sdc <==
current_design BCD_adder

set clk_period 6.6
set clk_io_pct 0.2

create_clock -name clk0 -period $clk_period

set non_clock_inputs [all_inputs -no_clocks]
set_input_delay [expr $clk_period * $clk_io_pct] -clock clk0 $non_clock_inputs
set_output_delay [expr $clk_period * $clk_io_pct] -clock clk0 [all_outputs]
==> results.py <==
# Flow results
metrics = {
    "job": {
        "warnings": 32,
        "drv_cap": 0,
    },
    "synthesis": {
        "yosys-stat-cells": 23,
        "postSynthCellCount": 23,
        "synth_cell_types": 8,
        "syn_avg_cell_area_um2": 8.76,
        "ys_sh_simple_pct": 1.86,
        "ys_warn_count": 1,
        "ys_sh_mux_pct": 0,
        "ys_top_logic_family": "adder cells",
        "fa_ha_area_share_pct": 55.9,
        "yosysChipArea_um2": 201,
        "xor_share_pct": 4.35,
        "aoi_share_pct": 6.21,
        "synth_area_um2": 201,
        "synth_seq_share_pct": 0,
    },
    "placed_design": {
        "port_buffers": 14,
        "post-place-ws_ns": 0.598,
        "gp_congestion": 0.690,
        "post-dp-hpwl_um": 573,
        "dpl_cell_area_um2": 369,
        "dp.cells": 79,
    },
    "worst_setup_path": {
        "critical_path_required_ns": 5.28,
        "cp_max_fo": 3,
        "crit_path_end_kind": "primary output",
        "worstPathArrival_ns": 4.67,
        "critPathKind": "in -> out",
        "startpoint_type": "input pin",
    },
    "final_timing": {
        "maxSlewViolCount": 0,
        "hold_violations": 0,
        "fin_crit_sh_pct": 90.8,
        "rsz0062_at_grt": "no",
        "tns_ns": 0,
        "tightest_slew_ns": 0.175,
        "fmax_mhz": 167,
        "relSlewSlack_pct": 88.3,
        "finalCriticalPeriod_ns": 5.99,
        "setup_viol": 0,
        "layout_setup_ws_ns": 0.609,
    },
    "clock_network": {
        "cts_setup_buffers": 0,
        "ctsHoldBuffers": 0,
        "cts.repair.resized": 0,
    },
    "worst_hold_path": {
        "hp-class": "in -> out",
    },
    "grt": {
        "grt_overflow": 0,
        "grt_pass1_wl_um": 876,
        "grt_start_max_net_pins": 4,
        "grt_use_total_pct": 1.70,
        "grt_antenna_before_repair": 0,
        "grt_pass1_vias": 187,
    },
    "route": {
        "routed_wirelength_um": 562,
        "wl_per_cell_um": 7.11,
        "wl_met2_um": 330,
        "drt_iter0_drc": 0,
        "antenna_left": 0,
        "n_antenna_cell": 0,
        "wl_met3_um": 48,
        "drc_errors": 0,
        "top_layer": "met3",
        "vias": 155,
        "wl_met1_um": 183,
        "dr.pass1.iters": 1,
        "routed_via_density": 1.96,
    },
    "pwr": {
        "p_leak_nw": 0.156,
        "worst_ir_drop_vdd_v": 0.0000232,
        "p_per_area_mw_per_mm2": 132,
        "power_mw": 0.0489,
    },
    "layout": {
        "lay_top_count": "clkdlybuf4s50_1",
        "logic_area_um2": 138,
        "fillers": 399,
        "clock_buffers": 0,
        "final_cells": 79,
        "final_area_um2": 369,
        "flops": 0,
        "drive_above_1_share_pct": 0,
        "areaGrowthSynthToFinish_pct": 83.2,
        "final_cell_mix": "clkdlybuf4s50_1, inv_1, fa_1",
        "regArea_um2": 0,
    },
    "floorplanning": {
        "die_y_um": 80,
        "rows": 21,
        "initial_core_util_pct": 5.90,
        "chip_area_mm2": 0.00640,
        "die_w_um": 80,
        "core_area_mm2": 0.00342,
        "num_io_pins": 14,
    },
    "status": {
        "status": "complete, no violations",
    },
}
==> area by class of cell <==
class	count	share of cell area, %
well taps	46	15.6
repair buffers	14	38.0
inverters	9	9.15
multi-input cells	10	37.3
==> where the power goes <==
| group | internal [mW] | total [mW] | switching, mW |
|---|---|---|---|
| sequential | 0 | 0 | 0 |
| combinational | 0.0327 | 0.0489 | 0.0162 |
| clock | 0 | 0 | 0 |
| total | 0.0327 | 0.0489 | 0.0162 |
==> cell usage after synthesis <==
library cell,instances,area [µm²]
inv_1,9,33.8
xnor2_1,1,8.76
buf_4,4,30.0
a21oi_1,1,5.00
fa_1,5,100
a21o_1,1,7.51
nand2_1,1,3.75
ha_1,1,12.5
==> cells by family (layout without fill, tap and decap cells) <==
family | Yosys count | after routing
AOI/OAI and AO/OA | 2 | 2
buffers and inverters | 13 | 23
adders and majority gates | 6 | 6
and+or+nand+nor | 1 | 1
xor gates and xnor gates | 1 | 1
==> worst max-delay path, stage by stage <==
cell and delay (ns):
clkdlybuf4s50_1 0.49, fa_1 0.18, inv_1 0.05, fa_1 0.37
fa_1 0.36, inv_1 0.08, fa_1 0.46, a21o_1 0.20
ha_1 0.17, inv_1 0.06, fa_1 0.40, inv_1 0.07
clkdlybuf4s50_1 0.47
==> per-layer routing <==
metal / track usage [%] / vias up
met1: 1.69 / 70
li1: - / 80
met5: 0 / -
met4: 0 / 0
met2: 3.45 / 5
met3: 0.568 / 0
==> final timing paths <==
check                 start  endpoint  slack (ns)  cells after the start
worst min-delay path     C0      S[0]        3.74                      3
worst max-delay path   A[0]      S[2]        0.61                     13
==> stage by stage <==
stage	hold WS, ns	utilization, %
6_report	3.74	10.8
3_3_place_gp	3.75	10.8
3_5_place_dp	3.76	10.8
5_1_grt	3.78	10.8
2_1_floorplan	2.85	-
4_1_cts	3.76	10.8
No activity file was given, so power comes from the tool's default toggle rates.
